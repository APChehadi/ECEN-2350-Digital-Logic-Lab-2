<file path="design/flow/config.mk">
export PLATFORM = sky130hd
export DESIGN_NAME = Lab2
export DESIGN_NICKNAME = Lab2
export VERILOG_FILES = /design/flow/design.v
export SDC_FILE = /design/flow/constraint.sdc
export NUM_CORES = 4
export LEC_CHECK = 1
export CORE_UTILIZATION = 50
</file>
<file path="design/flow/constraint.sdc">
current_design Lab2

set clk_period 4.9
set clk_io_pct 0.2

create_clock -name clk0 -period $clk_period [get_ports {ADC_CLK_10}]
create_clock -name clk1 -period $clk_period [get_ports {KEY}]

set non_clock_inputs [all_inputs -no_clocks]
set_input_delay [expr $clk_period * $clk_io_pct] -clock clk0 $non_clock_inputs
set_output_delay [expr $clk_period * $clk_io_pct] -clock clk0 [all_outputs]
</file>
<file path="design/flow/run.sh">
#!/bin/bash
# OpenROAD 26Q1-2900-gdf79404cd8, Yosys 0.63+post, stock flow scripts
make -C /OpenROAD-flow-scripts/flow DESIGN_CONFIG=/design/flow/config.mk WORK_HOME=/design/flow/orfs finish
</file>
<file path="design/flow/design.v">
module Counters(
    input                       clk,
    input                       reset_n,
    input           [7:0]       feb_day,
    output           [7:0]      HEX0,
    output           [7:0]      HEX1,
    output           [7:0]      HEX2,
    output           [7:0]      HEX3,
    output           [7:0]      HEX4,
    output           [7:0]      HEX5
);
reg [7:0] counter_tens_p;
reg [7:0] counter_ones_p;
reg [7:0] total_count;
always @(posedge clk, negedge reset_n)
    begin
        if(reset_n == 0)
            begin
                counter_tens_p <= 8'd88;
                counter_ones_p <= 8'd1;
                total_count <= 8'd1;
            end
        else
            begin
                if(counter_ones_p != 8'd9)
                    begin
                        counter_ones_p <= counter_ones_p + 1;
                        total_count <= total_count + 1;
                    end
                else if(counter_ones_p == 8'd9)
                    begin
                        if(counter_tens_p == 8'd88)
                            begin
                                counter_tens_p <= 8'd1;
                                counter_ones_p <= 8'd0;
                                total_count <= total_count + 1;
                            end
                        else if(counter_tens_p == 8'd9)
                            begin
                                counter_tens_p <= 8'd88;
                                counter_ones_p <= 8'd1;
                                total_count <= 8'd1;
                            end
                        else
                            begin
                                counter_tens_p <= counter_tens_p + 1;
                                counter_ones_p <= 8'd0;
                                total_count <= total_count + 1;
                            end
                    end
            end
    end
    SevenSeg W0(.HEX(HEX5), .NUM(counter_tens_p)); 
    SevenSeg W1(.HEX(HEX4), .NUM(counter_ones_p));
    month_day MD0(.total_count(total_count), .feb_day(feb_day), .HEX0(HEX0), .HEX1(HEX1), .HEX2(HEX2), .HEX3(HEX3));
endmodule
module Lab2(
    input                       ADC_CLK_10,
    input                       MAX10_CLK1_50,
    input                       MAX10_CLK2_50,
    output           [7:0]      HEX0,
    output           [7:0]      HEX1,
    output           [7:0]      HEX2,
    output           [7:0]      HEX3,
    output           [7:0]      HEX4,
    output           [7:0]      HEX5,
    input            [1:0]      KEY,
    output           [9:0]      LEDR,
    input            [9:0]      SW
);
reg [7:0] feb_day;
always @(SW[9])
    begin
        if(SW[9] == 1)
            feb_day <= 8'd29;
        else
            feb_day <= 8'd28;
    end
wire s_clk;
assign LEDR[1] = s_clk;
wire s_clk_1;
wire s_clk_2;
reg div_val = 1'b1;
wire val;
always @(negedge KEY[1])
    begin
        div_val <= ~div_val;
    end
assign val = div_val;
reg latch_out = 1'b0;
wire latch; 
always @(negedge KEY[0])
	begin
    	latch_out <= ~latch_out;
	end
assign latch = latch_out;
assign LEDR[0] = latch;
clock_divider #(1_000_000) CD0(.clk(ADC_CLK_10), .reset_n(latch), .slower_clk(s_clk_1));
clock_divider #(5_000_000) CD1(.clk(ADC_CLK_10), .reset_n(latch), .slower_clk(s_clk_2));
clock_choice CC0(.select(val), .latch(latch), .s_clk(s_clk), .s1(s_clk_1), .s2(s_clk_2));
Counters C1(.clk(s_clk), .reset_n(latch), .feb_day(feb_day), .HEX0(HEX0), .HEX1(HEX1), .HEX2(HEX2), .HEX3(HEX3), .HEX4(HEX4), .HEX5(HEX5));
endmodule
module SevenSeg(
    output           [7:0]      HEX,
    input            [7:0]     NUM
);
    reg [7:0] value;
    always @(NUM)
        begin
            case(NUM)
                8'd0: value = 8'b11000000;
                8'd1: value = 8'b11111001;
                8'd2: value = 8'b10100100;
                8'd3: value = 8'b10110000;
                8'd4: value = 8'b10011001;
                8'd5: value = 8'b10010010;
                8'd6: value = 8'b10000010;
                8'd7: value = 8'b11111000;
                8'd8: value = 8'b10000000;
                8'd9: value = 8'b10011000;
                8'd88: value = 8'b11111111;
            endcase
        end
    assign HEX[7:0] = value;
endmodule
module clock_choice(
    input                       select,
    input                       latch,
    output                      s_clk,
	input                       s1,
    input            [0:0]      s2
);
    reg SCLK;
    assign s_clk = SCLK;
    always @(select)
        begin
            case(select)
                0: SCLK = s1;
                1: SCLK = s2;
            endcase 
        end
    assign s_clk = SCLK;
endmodule
module clock_divider(
    input                       clk,
    input                       reset_n,
    output                      slower_clk       
);
parameter clk_div = 0;
reg [23:0] div_cntr;
reg slw_clk;
always @(posedge clk, negedge reset_n)
    begin
        if(reset_n == 0)
            begin
                div_cntr <= 0;
            end
        else if(div_cntr == clk_div - 1)
            begin
                div_cntr <= 0;
                slw_clk <= ~slw_clk;
            end
        else
            begin
                div_cntr <= div_cntr + 1;
            end
    end
assign slower_clk = slw_clk;
endmodule
module day_display(
    input            [7:0]      day_full,
    output           [7:0]      HEX0,
    output           [7:0]      HEX1
);
reg [7:0] counter_tens_p;
reg [7:0] counter_ones_p;
always @(day_full)
    begin
        if(day_full <= 8'd9)
            begin
                counter_tens_p <= 8'd88;
                counter_ones_p <= day_full;
            end
        else if(day_full <= 8'd19)
            begin
                counter_tens_p <= 8'd1;
                counter_ones_p <= day_full - 10;
            end
        else if(day_full <= 8'd29)
            begin
                counter_tens_p <= 8'd2;
                counter_ones_p <= day_full - 20;
            end
        else if(day_full <= 8'd39)
            begin
                counter_tens_p <= 8'd3;
                counter_ones_p <= day_full - 30;
            end
        else
            begin
                counter_tens_p <= 8'd88;
                counter_tens_p <= 8'd88;
            end
    end
SevenSeg SS1(.HEX(HEX1), .NUM(counter_tens_p)); 
SevenSeg SS0(.HEX(HEX0), .NUM(counter_ones_p));
endmodule
module month_day(
    input            [7:0]      total_count,
    input           [7:0]       feb_day,
    output           [7:0]      HEX0,
    output           [7:0]      HEX1,
    output           [7:0]      HEX2,
    output           [7:0]      HEX3
);
reg [7:0] disp_month;
reg [7:0] counter_tens_p;
reg [7:0] counter_ones_p;
reg [7:0] day_full;
always @(total_count)
    begin
        if(total_count <= 8'd31)
            begin
                disp_month <= 8'd1;
                day_full <= total_count;
            end
        else if(total_count <= (8'd31 + feb_day))
            begin
                disp_month <= 8'd2;
                day_full <= total_count - 8'd31;
            end
        else if(total_count <= (8'd31 + feb_day + 8'd31))
            begin
                disp_month <= 8'd3;
                day_full <= total_count - (8'd31 + feb_day);
            end
        else
            begin
                disp_month <= 8'd4;
                day_full <= total_count - (8'd31 + feb_day + 8'd31);
            end
    end
SevenSeg SS3(.HEX(HEX3), .NUM(8'd88));
SevenSeg SS2(.HEX(HEX2), .NUM(disp_month));
day_display DD(.day_full(day_full), .HEX0(HEX0), .HEX1(HEX1));
endmodule
</file>
==> summary.txt <==
run metrics: status complete, but fails checks, failing checks setup timing, distinct lib cells 70, final wirelength around 12000 um, post-route ant nets 0, Worst R2R Start latch_out, largest net degree at the start of global routing between 40 and 50, Post-Syn Area per Cell 8.800 um2, CTS H-tree lvls 2, total chip power slightly below 0.0009 W, critical path class in2out, Pleak 2.941 nW, RSZ-0062 raised after global routing true, Post CTS Setup Buffer Count 0, CP peak stage delay around 0.50 ns, Cells after Synth 697, CTS clk-pin slew, worst paths 0.03 ns, Synth-to-Final Area Change 15.22%, register pins left without a clock between 60 and 70, total CTS buffers 5, smallest setup slack after layout -0.4991 ns, vias post-DR around 4800, DRT Pass-1 Iters 4, final hold vios 0, Port Buf Inserts 38, fp_density around half, flops & latches, synth between 100 and 150, Worst Hold Depth 1, # fillers around 1000, num rows 40, I/O pin total about 73, Placed Area 6654 um2, Clock Skew roughly 0.0048 ns, worst hold endpoint div_val, CTS Hold Bufs 0, Die Width about 110 um, antenna violations before repair 0, crit path capture type output pin, Synth async-reset ratio between 60% and 70%, final slew viol count 0, setup TNS -1.684 ns, GRT Total Usage 19.99%, clk root buf clkbuf_16, maxcap violations 0, final setup fails 6, vias per cell around 5.4, Tightest Hold Check Type reg2reg, worst vdd ir approximately 0.22 mV, Reg2Reg Setup Slack 1.34 ns, type of origin of the critical path input port, Worst Min Path Start div_val, layout cell share with drive strength beyond 1 between 10% and 20%, CP max FO 7, Die H about 110 um, Yosys Warn Count 16, tool warnings between 50 and 60, CP max stage cell or4_4, Reg2Reg Capture Point CD0.slw_clk, Slew headroom 42.93%, gr ovfl total 0, first-pass GRT wire length 20510 um, TritonCTS clock tree built, Yosys chip area just over 6000 um2, gpl congestion about 0.9, PD cells approximately 120 nW/um2, DRT iter0 DRCs between 200 and 300, vias in the first global route approximately 4300, Least-Margin Pin Slew approximately 0.85 ns, arrival time at the worst endpoint between 4 and 5 ns, hpwl dp 8493 um, Post-synth EDFFs 2, Clock Path Buffers 2, final non-filler cell area slightly above 7000 um2, Core Box Area about 12000 um2, Antenna Cells 0, crit path cell chain buf_12, inv_12, ha_4, fa_2, nor2b_4, o211ai_4, nor2b_4, a211oi_2, o31ai_4, xnor2_4, ha_4, and4b_1, a311oi_2, or4_4, nand2_4, o21a_1, dlxtn_1, buf_2, die area 12710 um2, endpoints left unconstrained 88, post-synthesis cell area 6133 um2, # DRC 0, Worst Path Required about 4 ns, # Cells Yosys 697, WL per Instance around 13 um, Commonest flop dfrtp_1, FF-to-FF path depth 3
==> cells in the mapped netlist, types with 8 or more instances <==
library cell | count | area share (%)
a21oi_1 | 31 | 2.5
and3_1 | 10 | 1.0
buf_4 | 25 | 3.1
clkbuf_1 | 16 | 0.98
dfrtp_1 | 67 | 27
dlxtn_1 | 42 | 10
ha_1 | 23 | 4.7
inv_1 | 32 | 2.0
nand2_1 | 63 | 3.9
nand2b_1 | 12 | 1.2
nand3_1 | 38 | 3.1
nand4_1 | 16 | 1.6
nor2_1 | 73 | 4.5
nor2b_1 | 11 | 1.1
nor3_1 | 13 | 1.1
nor4_1 | 8 | 0.82
o21ai_0 | 33 | 2.7
xnor2_1 | 32 | 4.6
xor2_1 | 28 | 4.0
==> cell families after synthesis <==
| family | after synthesis | share of synthesized area (%) |
|---|---|---|
| AND/OR/NAND/NOR | 278 | 22.62 |
| XOR/XNOR | 60 | 8.568 |
| flip-flops | 76 | 31.11 |
| adder cells (fa/ha/maj) | 24 | 5.018 |
| latches | 42 | 10.28 |
| AND-OR/OR-AND | 130 | 14.75 |
| other | 2 | 0.1224 |
| buffers and inverters | 80 | 6.671 |
| multiplexers | 5 | 0.8568 |
==> critical path: cells and delay by family <==
kind | cells | cell delay (ns)
buffers and inverters | 3 | 0.21
AND/OR/NAND/NOR | 5 | 1.16
latches | 1 | 0.32
adder cells (fa/ha/maj) | 3 | 0.73
XOR/XNOR | 1 | 0.23
AND-OR/OR-AND | 5 | 0.77
==> placed cells by master (no fill, tap or decap), drive strengths merged, types with 4 or more instances in the layout <==
cell type / count
a211oi: 5
a21o: 4
a21oi: 35
and2: 6
and3: 10
and4: 4
buf: 10
clkbuf: 8
clkdlybuf4s50: 31
conb: 36
dfrtp: 67
dfstp: 5
dlxtn: 42
ha: 23
inv: 33
nand2: 63
nand2b: 12
nand3: 38
nand4: 16
nor2: 74
nor2b: 13
nor3: 14
nor3b: 4
nor4: 8
nor4b: 4
o211ai: 9
o21a: 6
o21ai: 38
o221a: 4
o22ai: 4
o31ai: 4
or3: 5
xnor2: 33
xor2: 28
==> worst max path at each step <==
stage | startpoint | end | slack (ns) | cells after the start
4_1_cts | SW[9] | HEX1[3] | -0.61 | 18
5_1_grt | SW[9] | HEX1[2] | -0.61 | 18
6_report | SW[9] | HEX1[2] | -0.50 | 18
==> where the power goes <==
| group | internal (W) | switching (W) | leakage (nW) | total (W) |
|---|---|---|---|---|
| Sequential | 0.000441 | 0.000000736 | 1.34 | 0.000442 |
| Combinational | 0.0000127 | 0.0000152 | 1.50 | 0.0000278 |
| Clock | 0.000244 | 0.000151 | 0.0948 | 0.000395 |
| Total | 0.000698 | 0.000167 | 2.94 | 0.000865 |
==> state kept, by name (all words and copies together), names as in the netlist <==
| register | count |
|---|---|
| CD1.slw_clk | 1 |
| C1.W0.value | 7 |
| C1.counter_ones_p | 8 |
| CD0.div_cntr | 24 |
| C1.total_count | 8 |
| C1.MD0.DD.SS0.value | 7 |
| CD0.slw_clk | 1 |
| latch_out | 1 |
| C1.W1.value | 7 |
| C1.MD0.DD.SS1.value | 6 |
| C1.MD0.SS2.value | 7 |
| div_val | 1 |
| C1.counter_tens_p | 8 |
| C1.MD0.DD.counter_ones_p | 8 |
| CD1.div_cntr | 24 |
==> metrics by stage <==
| step | std cells | utilization, % | setup slack [ns] | hold WS [ns] |
|---|---|---|---|---|
| finish | 886 | 59.08 | -0.4991 | 0.3967 |
| global route | 886 | 59.08 | -0.6071 | 0.4232 |
| CTS | 886 | 57.82 | -0.6132 | 0.3976 |
| detailed placement | 875 | 55.63 | -1.823 | 0.3890 |
| global placement | 875 | 55.63 | -1.828 | 0.3756 |
| floorplan | 731 | - | -0.1605 | 0.3663 |
==> layer usage <==
metal	vias up	routed length [um]	track usage, %	share of wire (%)
met5	-	0	0	0
met4	0	63	1.511	0.53
met3	6	458	1.528	3.8
met2	113	5395	30.99	45
met1	2254	6000	33.57	50
li1	2446	-	-	-
==> area by class of cell <==
cell class	count	area (um2)	share of cell area, %
Sequential cell	118	2541	35.96
Inverter	30	125.1	1.771
Timing Repair Buffer	45	420.4	5.949
Multi-Input combinational cell	536	3620	51.22
Clock inverter	5	51.30	0.7259
Clock buffer	5	125.1	1.771
Tap cell	147	183.9	2.603
==> repair_timing <==
action / 4_1_cts / 5_1_grt
pin swaps: 15 / 18
resized: 31 / 32
cloned: 3 / 0
setup endpoints to repair: 6 / 6
Power is estimated from default activity; no workload was simulated.
